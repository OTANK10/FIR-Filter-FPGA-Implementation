[design/flow/design.v]
module fifo #(
    parameter WIDTH     = 32,
    parameter DEPTH_LOG = 5
    )(
    input  wire clk,
    output reg  s_axis_tready,
    input  wire s_axis_tvalid,
    input  wire [WIDTH-1:0] s_axis_tdata,
    input  wire m_axis_tready,
    output reg  m_axis_tvalid,
    output reg  [WIDTH-1:0] m_axis_tdata,
    output wire axis_prog_full,
    output wire axis_prog_empty
    );
    reg  [WIDTH-1:0] fifo_array [0:2**DEPTH_LOG-1];
    wire [DEPTH_LOG-1:0] wt_cnt_temp, rd_cnt_temp;
    reg  [DEPTH_LOG-1:0] wt_cnt_reg = 'b0,  wt_cnt = 'b0;
    reg  [DEPTH_LOG-1:0] rd_cnt_reg = 'b0,  rd_cnt = 'b0;
    reg  full      = 'b0;
    reg  full_reg  = 'b0;
    reg  empty     = 'b1;
    reg  empty_reg = 'b1;
    assign axis_prog_full  = full_reg;
    assign axis_prog_empty = empty_reg;
    assign wt_cnt_temp = (wt_cnt_reg < 2**DEPTH_LOG-1) ? (wt_cnt_reg + 1) : {DEPTH_LOG{1'b0}};
    assign rd_cnt_temp = (rd_cnt_reg < 2**DEPTH_LOG-1) ? (rd_cnt_reg + 1) : {DEPTH_LOG{1'b0}};
    always @(posedge clk) begin
        if(s_axis_tvalid & ~full_reg)
            fifo_array[wt_cnt_reg] <= s_axis_tdata;
        m_axis_tdata <= fifo_array[rd_cnt_reg];
    end
    always @(posedge clk) begin
        s_axis_tready <= ~full;
        m_axis_tvalid <= ~empty_reg & m_axis_tready;
        wt_cnt_reg <= wt_cnt;
        rd_cnt_reg <= rd_cnt; 
        full_reg   <= full;
        empty_reg  <= empty;
    end
    always @(*) begin
        wt_cnt = wt_cnt_reg;
        rd_cnt = rd_cnt_reg;
        full   = full_reg;
        empty  = empty_reg;
        case({s_axis_tvalid, m_axis_tready})
            2'b01: begin
                if(~empty_reg) begin  
                    rd_cnt = rd_cnt_temp;
                    full   = 1'b0;
                    if(rd_cnt_temp == wt_cnt_reg)
                        empty <= 1'b1;
                end
            end
            2'b10: begin
                if(~full_reg) begin  
                    wt_cnt = wt_cnt_temp;
                    empty  = 1'b0;
                    if(wt_cnt_temp == rd_cnt_reg)
                        full = 1'b1;
                end
            end
            2'b11: begin
                wt_cnt = wt_cnt_temp;
                rd_cnt = rd_cnt_temp;
            end
        endcase
    end
    integer i;
    initial
        for(i=0; i<(2**DEPTH_LOG); i=i+1)
            fifo_array[i] = 'b0;
endmodule
module fir_filter (
    input wire clk,
    input wire rst,
    input wire valid_in,
    input wire load,               
    input wire [63:0] coeff_in,    
    input wire [15:0] signal_in,   
    output reg valid_out,          
    output reg [31:0] signal_out   
);
    reg [15:0] coeffs [3:0];
    reg [15:0] signal_pipeline [3:0];
    reg [31:0] tap_out [3:0];
    always @(posedge clk or posedge rst) begin
        if (rst) begin
            coeffs[0] <= 16'd0;
            coeffs[1] <= 16'd0;
            coeffs[2] <= 16'd0;
            coeffs[3] <= 16'd0;
        end else if (load) begin
            coeffs[0] <= coeff_in[15:0];
            coeffs[1] <= coeff_in[31:16];
            coeffs[2] <= coeff_in[47:32];
            coeffs[3] <= coeff_in[63:48];
        end
    end
    always @(posedge clk or posedge rst) begin
        if (rst) begin
            signal_pipeline[0] <= 16'd0;
            signal_pipeline[1] <= 16'd0;
            signal_pipeline[2] <= 16'd0;
            signal_pipeline[3] <= 16'd0;
            tap_out[0] <= 32'd0;
            tap_out[1] <= 32'd0;
            tap_out[2] <= 32'd0;
            tap_out[3] <= 32'd0;
        end else if (valid_in) begin
            signal_pipeline[0] <= signal_in;
            signal_pipeline[1] <= signal_pipeline[0];
            signal_pipeline[2] <= signal_pipeline[1];
            signal_pipeline[3] <= signal_pipeline[2];
            tap_out[0] <= coeffs[0] * signal_pipeline[0];
            tap_out[1] <= coeffs[1] * signal_pipeline[1];
            tap_out[2] <= coeffs[2] * signal_pipeline[2];
            tap_out[3] <= coeffs[3] * signal_pipeline[3];
        end
    end
    always @(posedge clk or posedge rst) begin
        if (rst) begin
            signal_out <= 32'd0;
            valid_out <= 1'b0;
        end else if (valid_in) begin
            signal_out <= tap_out[0] + tap_out[1] + tap_out[2] + tap_out[3];
            valid_out <= 1'b1;
        end else begin
            valid_out <= 1'b0;
        end
    end
endmodule
module fir_filter_wrapper #(
    parameter SIGNAL_SIZE_LOG = 7  
    )(                             
    input  wire clk,
    input  wire rst,
    input  wire [15:0] data_in,
    output reg  [15:0] data_out
    );
    reg [3:0] state_reg, state_next;
    localparam [3:0]
        idle         = 'h0,
        receive_word = 'h1,
        read_fifo    = 'h2,
        send_word    = 'h3,
        reset_pio    = 'h4;
    wire [15:0] fifo_data_in;
    wire [15:0] fifo_data_out;
    reg  [7:0]  cnt_values;
    reg  [15:0] prev_data;
    reg  [15:0] prev_data_next;
    reg  [15:0] data_out_next;
    reg  [15:0] fir_data_in_next;
    reg         fir_vld_in_next;
    reg         incr_cnt_val;
    reg         fifo_read;
    reg         last_word;
    wire        fifo_empty;
    wire        fifo_full;
    reg         fir_valid_in;
    reg  [15:0] fir_data_in;
    wire [15:0] fir_data_out;
    wire        fir_valid_out;
fir_filter FIR_UNT (
    .clk(clk),
    .rst(rst),
    .load(load),
    .valid_in(valid_in),
    .coeff_in(coeff_in),            
    .signal_in(signal_in),          
    .valid_out(valid_out),          
    .signal_out(signal_out)         
);
    assign fifo_data_in = ((fir_data_out == 16'h8000) | (fir_data_out == 16'h8001)) ? 16'h8002 : fir_data_out;
    fifo #(
        .WIDTH(16),
        .DEPTH_LOG(SIGNAL_SIZE_LOG))
    FIFO_UNT(
        .clk            (clk),
        .s_axis_tvalid  (fir_valid_out),
        .s_axis_tdata   (fifo_data_in),
        .m_axis_tready  (fifo_read),
        .m_axis_tdata   (fifo_data_out),
        .axis_prog_empty(fifo_empty),
        .axis_prog_full (fifo_full)
        );
    always @(posedge clk) begin
        if(rst) begin
            state_reg    <= idle;
            prev_data    <= data_in;
            data_out     <= 16'h0000;  
            fir_data_in  <= 16'h0000;
            fir_valid_in <= 1'b0;
            cnt_values   <= 8'h00;
            last_word    <= 1'b0;
        end else begin
            state_reg    <= state_next;
            data_out     <= data_out_next;
            prev_data    <= prev_data_next;
            fir_data_in  <= fir_data_in_next;
            fir_valid_in <= fir_vld_in_next;
            if(incr_cnt_val)
                cnt_values <= cnt_values + 1;
            if((state_reg == reset_pio)  & fifo_empty)
                last_word <= 1'b1;
            else if(state_reg == idle)
                last_word <= 1'b0;
        end
    end
    always @(*) begin
        state_next       = state_reg;  
        prev_data_next   = prev_data;
        data_out_next    = 16'h0000;
        fir_data_in_next = fir_data_in;
        fir_vld_in_next  = 1'b0;
        incr_cnt_val     = 1'b0;
        fifo_read        = 1'b0;
        case(state_reg)
            idle: begin
                if(cnt_values < (2**SIGNAL_SIZE_LOG)) begin
                    if(prev_data != data_in)
                        state_next = receive_word;
                    else
                        state_next = idle;
                end else begin
                    if(fifo_full & ~fir_valid_out)
                        state_next = read_fifo;
                    else
                        state_next = idle;
                end
            end
            receive_word: begin
                prev_data_next = data_in;
                data_out_next  = 16'h8001;
                state_next     = idle;
                if(data_in != 16'h8001) begin
                    incr_cnt_val     = 1'b1;
                    fir_vld_in_next  = 1'b1;
                    fir_data_in_next = data_in;
                end
            end
            read_fifo: begin
                fifo_read     = 1'b1;
                data_out_next = data_out;  
                state_next    = send_word;
            end
            send_word: begin
                if(fifo_data_out == 16'h0000)
                    data_out_next = 16'h8000;
                else
                    data_out_next = fifo_data_out;
                state_next    = reset_pio;
            end
            reset_pio: begin
                data_out_next = 16'h8001;
                if(fifo_empty & last_word)
                    state_next = idle;
                else
                    state_next = read_fifo;
            end
            default: state_next = idle;
        endcase
    end
endmodule  
[design/flow/run.sh]
#!/bin/bash
# OpenROAD 26Q1-2900-gdf79404cd8, Yosys 0.63+post, stock flow scripts
make -C /OpenROAD-flow-scripts/flow DESIGN_CONFIG=/design/flow/config.mk WORK_HOME=/design/flow/orfs finish
[design/flow/config.mk]
export PLATFORM = sky130hd
export DESIGN_NAME = fir_filter_wrapper
export DESIGN_NICKNAME = fir_filter_wrapper
export VERILOG_FILES = /design/flow/design.v
export SDC_FILE = /design/flow/constraint.sdc
export NUM_CORES = 4
export LEC_CHECK = 1
export CORE_UTILIZATION = 50
[design/flow/constraint.sdc]
current_design fir_filter_wrapper

set clk_period 2.1
set clk_io_pct 0.2

create_clock -name clk0 -period $clk_period [get_ports {clk}]

set non_clock_inputs [all_inputs -no_clocks]
set_input_delay [expr $clk_period * $clk_io_pct] -clock clk0 $non_clock_inputs
set_output_delay [expr $clk_period * $clk_io_pct] -clock clk0 [all_outputs]
==> impl_metrics.ini <==
; implementation run metrics
[pwr]
power.ir.vdd_worst_mv = 0.331
p_int_mw = 1.39
powerDensity_nw_per_um2 = 585
p_seq_share_pct = 59.6
p_clk_share_pct = 32.5
netSwitchingFraction_pct = 21.3
p_switching_uw = 374
power.leakage_nw = 1.13
combPwrFrac_pct = 7.9

[critical_path]
r2r_start = FIFO_UNT.wt_cnt_reg[3]
required_ps = 2220
arrival_ps = 2070
path_class = flop to flop
start_kind = flop
endpoint_kind = flop
crit_fanout = 9
r2r_cells = 4
r2r-end = FIFO_UNT.empty_reg
rrSetupSlack_ps = 160

[job]
max_cap_violations = 0
warning_count = 25

[final_timing]
max_freq_mhz = 514
slew_headroom_pct = 57.5
final_max_slew_viol_count = 0
hold_violations = 0
fin_crit_ps = 1940
rsz0062_at_grt = false
fin_ws_ps = 155
finClkSkew_ps = 10.4
setup_viol = 0
period_used_pct = 92.6
tightest_slew_ps = 637

[floorplan]
fp_util_pct = 53.4
fp-row-count = 25
core-area_um2 = 4850
die-area_um2 = 5470
io_pins = 34
dieWidth_um = 74.0
die-height_um = 74.0

[place]
dpl_cell_area_um2 = 2900
place_congestion = 0.836
io_buffers = 19
place_hpwl_um = 3310
preCtsSetupSlack_ps = -38.7

[final_layout]
max_flop_register = prev_data
largest_reg_flops = 16
final_cell_area_um2 = 3010
drive_gt1_share_pct = 13.5
utilization_pct = 62.1
seq_area_um2 = 1280
fill_cells = 401
syn_to_final_growth_pct = 16.3
logic_area_um2 = 1150
reg.largest.list = prev_data x16, cnt_values x8

[yosys]
top_area_share_pct = 37.1
ys_cells = 242
async_flop_share_pct = 0
yosys_most_used_dff = edfxtp_1
synthAdderAreaFrac_pct = 1.45
postSynthAreaPerCell_um2 = 10.7
yosysWarningCount = 32
ys_sh_aoi_pct = 10.0
simple_gate_share_pct = 17.6
synth_top_cell_by_count = edfxtp_1
synth_cell_type_count = 52
ys_top_logic_family = simple AND/OR/NAND/NOR gates
edf_count = 32
ys_seq_share_pct = 49.5
yosys_area_um2 = 2590
syn_inst = 242
synth_area_um2 = 2590
ys_sh_mux_pct = 0.773
numSynthFlops = 48
synth-xor-area-share_pct = 11.8
yosysTopAreaCell = edfxtp_1
topCellsByArea = edfxtp_1 37%, dfxtp_1 12%, xnor2_1 8.1%
ys_top_cells_by_count = 32 x edfxtp_1, 24 x xnor2_1, 20 x nor2_1

[min_path]
hold_start = state_reg[4]
hp-class = flop to flop
min_path_cells = 1
hold_end = state_reg[1]

[drt]
first_pass_iters = 4
via_count = 1785
num_antenna_cells = 0
wl_um = 4480
ant_nets = 0
first_iter_violations = 64
via_per_inst = 5.13
remaining_drc_errors = 0
wire_per_inst_um = 12.9

[cts]
clk_path_buf_depth = 2
cts.clk_slew.worst_paths_ps = 90
cts_resized = 0
cts_tree = built
numCtsBuffers = 5
htree_levels = 2
hold_buffers = 0
clockRootBuffer = clkbuf_8
cts_setup_buffers = 0
insertion_delay_ps = 300
clock-sinks = 48

[grt]
grt_max_degree = 17
grt_pass1_vias = 1610
overflow = 0
antenna_found_initial = 0
grt_pass1_wl_um = 7510
gr-usage-all-layers_pct = 18.8

[outcome]
status = completed
-- power by group through the flow --
stage	Clock (mW)	Combinational, mW	Sequential, mW
6_report	0.572	0.139	1.05
5_1_grt	0.634	0.157	1.05
4_1_cts	0.600	0.142	1.05
-- final cells by class --
type / count / area share (%)
Sequential cell: 48 / 42.6
Multi-Input combinational cell: 173 / 38.2
Timing Repair Buffer: 42 / 12.1
Tap cell: 67 / 2.78
Clock buffer: 6 / 2.74
Inverter: 10 / 1.25
Clock inverter: 2 / 0.416
-- per-layer routing --
| metal | track usage (%) | up-vias | routed length [µm] |
|---|---|---|---|
| met4 | 1.92 | 0 | 48 |
| met1 | 34.8 | 818 | 2480 |
| met3 | 3.85 | 4 | 213 |
| li1 | - | 920 | - |
| met5 | 0 | - | 0 |
| met2 | 25.3 | 43 | 1740 |
-- worst max-delay path by stage --
| stage | from | to | slack (ps) | depth (start not counted) |
|---|---|---|---|---|
| 4_1_cts | FIFO_UNT.rd_cnt_reg[1] | FIFO_UNT.empty_reg | 50 | 5 |
| 5_1_grt | FIFO_UNT.wt_cnt_reg[3] | FIFO_UNT.empty_reg | 10 | 4 |
| 6_report | FIFO_UNT.wt_cnt_reg[3] | FIFO_UNT.empty_reg | 160 | 4 |
-- cells in the final DEF, fill, tap and decap left out, types with 6 or more instances in the layout --
master / Yosys / routed
xor2_1: 11 / 11
o21ai_0: 8 / 8
clkbuf_8: 2 / 6
inv_1: 10 / 10
conb_1: 1 / 14
nor2_1: 20 / 20
clkdlybuf4s50_1: 0 / 19
nand4_1: 10 / 10
buf_4: 15 / 23
xnor2_1: 24 / 24
nand3_1: 7 / 7
nand2_1: 13 / 13
dfxtp_1: 16 / 16
edfxtp_1: 32 / 32
-- worst max-delay path, stage by stage, from the launching register on --
cell and delay, ps:
edfxtp_1 530, nand3b_1 210, a311oi_1 260, or4b_4 490
o41ai_2 270
-- logic make-up after synthesis --
group | count (synthesis)
AND-OR/OR-AND | 36
XOR/XNOR | 35
adder cells (fa/ha/maj) | 3
buffers and inverters | 34
flip-flops | 48
multiplexers | 2
other | 1
AND/OR/NAND/NOR | 83
-- metrics by stage --
stage,TNS [ps],total power [mW],std cells,hold slack (ps)
2_1_floorplan,0,1.15,255,422
6_report,0,1.76,348,466
3_3_place_gp,-233,1.21,340,451
5_1_grt,0,1.84,348,479
4_1_cts,0,1.79,348,468
3_5_place_dp,-80.7,1.21,340,451
Power figures rest on the tool's default switching activity, not on a simulated workload.
