==> flow/design.v <==
module fir_tap (
    input wire clk,
    input wire rst,
    input wire valid_in,
    input wire [15:0] coeff,    
    input wire [15:0] signal,   
    output reg [31:0] tap_out   
);
    always @(posedge clk or posedge rst) begin
        if (rst)
            tap_out <= 32'b0;  
        else if (valid_in)
            tap_out <= coeff * signal;  
    end
endmodule
==> flow/run.sh <==
#!/bin/bash
# OpenROAD 26Q1-2900-gdf79404cd8, Yosys 0.63+post, stock flow scripts
make -C /OpenROAD-flow-scripts/flow DESIGN_CONFIG=/design/flow/config.mk WORK_HOME=/design/flow/orfs finish
==> flow/config.mk <==
export PLATFORM = sky130hd
export DESIGN_NAME = fir_tap
export DESIGN_NICKNAME = fir_tap
export VERILOG_FILES = /design/flow/design.v
export SDC_FILE = /design/flow/constraint.sdc
export NUM_CORES = 4
export LEC_CHECK = 1
export CORE_UTILIZATION = 30
==> flow/constraint.sdc <==
current_design fir_tap

set clk_period 1.0
set clk_io_pct 0.2

create_clock -name clk0 -period $clk_period [get_ports {clk}]

set non_clock_inputs [all_inputs -no_clocks]
set_input_delay [expr $clk_period * $clk_io_pct] -clock clk0 $non_clock_inputs
set_output_delay [expr $clk_period * $clk_io_pct] -clock clk0 [all_outputs]
==> flow_metrics.env <==
# physical design summary
export IMPL_start_kind="input pin"
export IMPL_reg2reg_depth=2
export IMPL_portBuffers=66
export IMPL_hpwl_mm=20.8
export IMPL_antenna_cells=0
export IMPL_hp_class="in -> async"
export IMPL_fp_dieH_um=183
export IMPL_relSlewSlack_pct=74.8
export IMPL_synth_adder_area_share_pct=53.0
export IMPL_design_area_um2=14300
export IMPL_die_area_um2=33300
export IMPL_dr_pass1_iters=4
export IMPL_htreeDepth=2
export IMPL_antenna_found_initial=0
export IMPL_outcome="finished with violations"
export IMPL_top_register="tap_out"
export IMPL_placed_cell_area_um2=12700
export IMPL_reg_top3="tap_out: 32 flops"
export IMPL_area_growth_synth_to_final_pct=46.0
export IMPL_via_per_inst=4.59
export IMPL_yosysWarningCount=1
export IMPL_fin_tns_setup_ps=-106710
export IMPL_edf_count=0
export IMPL_placementRows=65
export IMPL_worst_slack_ps=-4300
export IMPL_grt_overflow_total=0
export IMPL_critPathArrivalTime_ps=5480
export IMPL_grt_max_degree=33
export IMPL_slew_viol_final=0
export IMPL_syn_avg_cell_area_um2=8.99
export IMPL_cts_root_buf="clkbuf_16"
export IMPL_max_freq_mhz=189
export IMPL_crit_type="in -> reg"
export IMPL_grt_pass1_wl_mm=46.1
export IMPL_ys_flop_type="dfrtp_1"
export IMPL_startpoint="coeff[10]"
export IMPL_endpoint_kind="register"
export IMPL_cts_path_max_buffers=2
export IMPL_place_ws_ps=-4980
export IMPL_drtIter0Drc=298
export IMPL_postCtsHoldBufs=0
export IMPL_hold_violations=0
export IMPL_rsz0062_at_grt="yes"
export IMPL_r2r_start="tap_out[29]"
export IMPL_crit_required_ps=1180
export IMPL_fin_skew_ps=0
export IMPL_clkTransAtPathRegs_ps=60
export IMPL_layout_drive_gt1_share_pct=41.0
export IMPL_grt_usage_pct=18.1
export IMPL_drc_errors=0
export IMPL_ys_seq_share_pct=8.18
export IMPL_clock_sinks=32
export IMPL_largest_reg_flops=32
export IMPL_finalCoreUtilization_pct=44.9
export IMPL_openroad_warnings=28
export IMPL_cap_violations=0
export IMPL_ys_flops=32
export IMPL_postRouteAntennaNets=0
export IMPL_violations="negative setup slack"
export IMPL_insertion_delay_ps=270
export IMPL_worst_pin_slew_ps=377
export IMPL_cts_made_buffers=5
export IMPL_synth_cell_types=49
export IMPL_period_needed_ps=5300
export IMPL_async_flop_share_pct=100
export IMPL_synth_cellmix_compoundShare_pct=7.21
export IMPL_ys_cells=1088
export IMPL_ys_sh_simple_pct=17.1
export IMPL_io_pins=67
export IMPL_core_area_um2=31800
export IMPL_cts_tree="yes"
export IMPL_ys_area_um2=9790
export IMPL_path_max_fanout=4
export IMPL_initCoreUtil_pct=30.8
export IMPL_die_w_um=183
export IMPL_drt_total_wl_mm=26.6
export IMPL_setup_violations_final=35
export IMPL_ys_sh_mux_pct=2.07
export IMPL_period_used_pct=530
export IMPL_place_congestion=0.896
export IMPL_grt_pass1_vias=9019
export IMPL_syn_inst=1088
export IMPL_netlist_area_um2=9790
export IMPL_ys_sh_xor_pct=1.61
export IMPL_vias=8227
export IMPL_post_drt_wl_per_cell_um=14.8
export IMPL_fin_hold_ws_ps=267
export IMPL_logic_family="adder cells"
metal layers:
layer,GRT usage [%],up-vias,wire (µm)
li1,-,3861,-
met1,25.3,4137,11500
met2,30.1,202,13000
met3,4.86,27,1690
met4,1.71,0,390
met5,0.444,-,0
critical path: stages:
cell and delay, ps:
buf_6 100, buf_12 120, buf_6 110, and2_4 150
fa_1 520, inv_2 40, fa_1 530, inv_1 50
fa_1 460, fa_1 520, fa_1 510, inv_1 50
fa_1 490, inv_2 40, ha_4 230, a21oi_4 170
o21ai_4 90, o211ai_1 280, a21oi_4 90, o2111ai_2 220
or4b_1 450, o311ai_1 100
worst paths after layout:
path,slack [ps],endpoint
max in group asynchronous,550,tap_out[22]
worst min-delay path,270,tap_out[11]
worst min register to register,500,tap_out[21]
worst max register to register,-10,tap_out[29]
worst max-delay path,-4300,tap_out[28]
min in group clk0,490,tap_out[0]
Yosys cell counts, drive strengths merged (11+ instances only):
cell    number  area share, %
clkbuf      43            2.0
nor2        19           0.75
inv        232            8.9
dfrtp       32            8.2
fa         194             40
a21o        12           0.92
o21ai       26            1.4
xnor2       11           0.98
ha         104             13
and2       122            7.8
a21oi       36            1.9
mux2        18            2.1
nand2      159            6.1
cells by family (layout without fill, tap and decap cells):
| kind of cell | Yosys count | after routing |
|---|---|---|
| and+or+nand+nor | 338 | 338 |
| adders and majority gates | 298 | 298 |
| buffers and inverters | 275 | 545 |
| AOI/OAI and AO/OA | 109 | 109 |
| DFF | 32 | 32 |
| xor gates and xnor gates | 18 | 18 |
| muxes | 18 | 18 |
timing repair:
action                                  in CTS  in global routing
gates resized                              364                142
cloned                                       7                  0
setup buffers                               66                 20
endpoints found under the setup margin      64                 42
pin swaps                                  118                105
layout make-up:
| class | instances | area (µm²) |
|---|---|---|
| Clock inverter | 2 | 12.5 |
| Sequential cell | 32 | 801 |
| Multi-Input combinational cell | 781 | 9110 |
| Fill cell | 2873 | 17500 |
| Tap cell | 435 | 544 |
| Clock buffer | 5 | 125 |
| Inverter | 232 | 871 |
| Timing Repair Buffer | 306 | 2810 |
cells in the final DEF (no fill, tap or decap), types with 6 or more instances in the layout:
cell | synthesis | final
inv_1 | 232 | 196
fa_1 | 194 | 177
buf_4 | 0 | 166
nand2_1 | 159 | 137
and2_1 | 122 | 85
ha_1 | 104 | 68
buf_6 | 0 | 52
buf_2 | 0 | 43
and2_4 | 0 | 37
inv_2 | 0 | 36
ha_4 | 0 | 33
dfrtp_1 | 32 | 32
buf_12 | 0 | 20
nand2_2 | 0 | 17
fa_2 | 0 | 17
a21oi_2 | 1 | 16
mux2_4 | 0 | 16
a21oi_1 | 35 | 13
a21o_1 | 12 | 12
nor2_1 | 18 | 12
o21ai_2 | 1 | 10
buf_8 | 0 | 10
xnor2_1 | 11 | 8
a21oi_4 | 0 | 7
nand3_1 | 9 | 6
nand4_1 | 6 | 6
o21ai_0 | 23 | 6
per-stage QoR:
stage	std cells
global placement	1703
global route	1793
finish	1793
detailed placement	1703
floorplan	1088
CTS	1781
